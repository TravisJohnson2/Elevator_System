--- flow/run.sh ---
#!/bin/bash
# OpenROAD 26Q1-2900-gdf79404cd8, Yosys 0.63+post, stock flow scripts
make -C /OpenROAD-flow-scripts/flow DESIGN_CONFIG=/design/flow/config.mk WORK_HOME=/design/flow/orfs finish
--- flow/config.mk ---
export PLATFORM = sky130hd
export DESIGN_NAME = elevator
export DESIGN_NICKNAME = elevator
export VERILOG_FILES = /design/flow/design.v
export SDC_FILE = /design/flow/constraint.sdc
export NUM_CORES = 4
export LEC_CHECK = 1
export CORE_UTILIZATION = 50
--- flow/constraint.sdc ---
current_design elevator

set clk_period 3.0
set clk_io_pct 0.2

create_clock -name clk0 -period $clk_period [get_ports {clk}]

set non_clock_inputs [all_inputs -no_clocks]
set_input_delay [expr $clk_period * $clk_io_pct] -clock clk0 $non_clock_inputs
set_output_delay [expr $clk_period * $clk_io_pct] -clock clk0 [all_outputs]
--- flow/design.v ---
module elevator(
	input clk,
	input reset,
	input[7:0] in_eb,
	input[7:0] in_up,
	input[7:0] in_down,
	output wire[7:0] q,
	output wire[7:0] q_eb,
	output wire[7:0] q_up,
	output wire[7:0] q_down
);
	reg [7:0] clr_eb;
	reg [7:0] clr_up;
	reg [7:0] clr_down;
	wire f_eb;
	wire f_up;
	wire f_down;
	reg en;
	reg inc;
	reg at_floor;
	parameter s0 = 2'b00;  
	parameter s1 = 2'b01;  
	parameter s2 = 2'b10;  
	reg[1:0] c_state, n_state;  
	elevator_car ec(
		.clk(clk),
		.reset(reset),
		.en(en),
		.inc(inc),
		.q(q)
	);
	elevator_button eb(
		.clk(clk),
		.reset(reset),
		.in(in_eb),
		.clr(clr_eb),
		.out(q_eb),
		.flag(f_eb)
	);
	elevator_button up(
		.clk(clk),
		.reset(reset),
		.in(in_up),
		.clr(clr_up),
		.out(q_up),
		.flag(f_up)
	);
	elevator_button down(
		.clk(clk),
		.reset(reset),
		.in(in_down),
		.clr(clr_down),
		.out(q_down),
		.flag(f_down)
	);
	always@(posedge clk)
	begin
		if (reset == 1)
		begin
			c_state <= 2'b00;
			n_state <= 2'b00;
		end
		else
		begin
			c_state <= n_state;
			case(c_state)
				2'b00: begin
					en <= 0;
					inc <= 0;
					clr_eb <= q;			 
					if(q_eb > q && f_eb == 1)	 
						n_state <= 2'b01;
					else if(q_eb < q && f_eb == 1)	 
						n_state <= 2'b10;
					else if(q_up > q && f_up == 1)	 
						n_state <= 2'b01;
					else if(q_up < q && f_up == 1)	 
						n_state <= 2'b10;
					else if(q_down > q && f_down == 1)  
						n_state <= 2'b01;
					else if(q_down < q & f_down == 1)  
						n_state <= 2'b10;
					else
						n_state <= 2'b00;
				end
				2'b01: begin
					en <= 1;
					inc <= 1;
					clr_eb <= q;
					clr_up <= q;
					if(q_eb > q && f_eb == 1)
						n_state <= 2'b01;
					else if (q_up > q && f_up == 1)
						n_state <= 2'b01;
					else if (q_down > q && f_down == 1)
						n_state <= 2'b01;
					else
						n_state <= 2'b00;
				end
				2'b10: begin
					en <= 1;
					inc <= 0; 
					clr_eb <= q;
					clr_down <= q;
					if(q_eb < q && f_eb == 1)		 
						n_state <= 2'b10;
					else if(q_down < q && f_down == 1)	 
						n_state <= 2'b10;
					else if(q_up < q && f_up == 1)		 
						n_state <= 2'b10;
					else
						n_state <= 2'b01;
				end
			endcase
		end
	end
endmodule
module elevator_button(
	input clk,
	input reset,
	input[7:0] in,		 
	input[7:0] clr,		 
	output reg[7:0] out, 	 
	output reg flag 	 
);
	always@ (posedge clk)
	begin 
		if(reset == 1)
		begin
			out <= 8'b00000000;
			flag <= 0;
		end
		else if(in != 8'b00000000)
		begin
			out <= out | in;	 
			flag <= 1;
		end
		else if(clr != 8'b00000000)	 
		begin
			out <= out & ~clr;
			if(out == 8'b0000000)
			begin
				flag <= 0;
			end
		end
	end	
endmodule
module elevator_car(
	input clk,
	input reset,
	input inc,
	input en,
	output reg[7:0] q
);
	always@ (posedge clk)
	begin
		if (reset == 1)
			q <= 8'b0000_0001;
		else if(en == 1 )
		begin
			if(inc == 1 && q[7] != 1)
				q <= {q[6:0],1'b0};
			else if (inc == 0 && q[0] != 1)
				q <= {1'b0,q[7:1]};
		end
	end
endmodule
==> summary.txt <==
Implementation results

Per the CTS log, the buffer count on the longest clock path is 2. The via count of the first global-routing pass is about 2300. The placed standard-cell area is around 3700 um^2.

On the critical path the data arrives at 2.46 ns. The timing report notes that buffer and inverter cells on the critical path total 1. The first detailed-routing pass ran for 4 iterations. The final instance count without filler cells is ~440. The maximum fanout encountered on the critical timing path is 7.

The power report puts the leakage power at between 1 and 1.5 nW. Summed over all failing endpoints, the final setup total negative slack is 0 ns. The detail route stage leaves a number of antenna-violating nets equal to 0. In the final report, the number of pins over their slew limit comes to 0.

STA classifies the critical path endpoint as a flop. The stage delay of the slowest cell on the critical path is between 0.5 and 0.6 ns. The core outline area is 5920 um^2. Cells with a size suffix above 1 make up under 10% of the layout. The required time of the critical path is approximately 3.2 ns.

Row generation in the floorplan step produced 28 rows. Of the available clock period, the critical path in the final layout requires approximately 75%. The number of synthesized flops with an enable pin is 26. Once synthesis finished, the tally of register bits stood at about 65.

After filler insertion, the fill cell instance count of the layout stands at 490. The die area is roughly 6400 um^2. The routability congestion estimate from global placement is between 0.8 and 0.9. The number of distinct standard cells referenced by the synthesized netlist is approximately 42. Per the synthesis report, the single largest cell type by area occupies between 20% and 30% of cell area. The violation tally from detailed-route iteration zero is between 150 and 200. The routed layout reports a DRC error count of 0.

The critical setup path kind is flop to flop. For this run, the leading register cell type out of synthesis is sky130_fd_sc_hd__dfxtp_1. The CTS tree is built.

The gate count of the mapped netlist is about 300. The ratio of total power to cell area is ~550 nW/um^2. The insertion delay to the later sink of the worst-skew pair is roughly 0.33 ns.

On the critical path, the stage with the largest delay is an instance of sky130_fd_sc_hd__dfxtp_1. The total overflow left after global routing is 0. Entering global routing, the biggest net connects 18 pins. Post-synthesis, Yosys gives the total cell area as between 3000 and 4000 um^2. The overall die height is between 80 and 90 um. The flow ran to the end, and the final reports show no timing, DRC or antenna violations. The number of antenna violations at the first check in global routing was 0. The netlist area before placement is ~3100 um^2. The CTS sink count is 65. The number of primary I/O pins is 58. Detailed placement ended at an HPWL of ~5.3 mm. The most common cell after layout, fill and taps aside is sky130_fd_sc_hd__clkdlybuf4s50_1. The most critical hold endpoint after final layout shows a slack of between 0.4 and 0.5 ns. The first global-routing pass estimated approximately 11 mm of wire. In the routed netlist, the antenna diode instances number 0. Per the CTS log, the root buffer master is sky130_fd_sc_hd__clkbuf_8.

Once placement completed, the tool counted placed cells totaling 426. The report puts the hold buffer count at CTS at 0. The total length of routed wires is between 7 and 8 mm.

The total of warnings raised by yosys is 3. The number of failing setup endpoints in the final timing report is 0. The number of gates given a new drive strength after cts is 0. Headroom to the max-slew limit came out at about 47%. The completed layout was analyzed and its total power is roughly 0.0021 W. In the final routed layout, each cell accounts on average for between 15 and 20 um. The total CTS buffers is 9. Of all flip-flops after synthesis, the portion carrying an async set or reset was 0%. The min-delay analysis places its worst path in the category flop to flop. The die span in x is between 80 and 90 um. Compared with the post-synthesis result, the final layout area differs by 27.5%. The worst setup path is launched from a flop. The number of warning messages in the logs is 29. The number of standard cells reported by yosys is approximately 300. The average footprint of a synthesized cell is 10.4 um^2. The final tally of hold violations is 0. The post-CTS repair timing setup buffer count is 0. In the global route stage, overall resource usage came out at around a quarter.

The post-route cell area is between 3000 and 4000 um^2. After layout, the minimum clock period comes to 2.24 ns. Setup repair after global routing left no endpoint under its margin. The number of vias per cell is approximately 5.7.

Clock-pin slew was measured on the worst setup and hold paths at 0.07 ns. The H-tree was split into 3 levels. The main area contributors are sky130_fd_sc_hd__dfxtp_1 26%, sky130_fd_sc_hd__edfxtp_1 26%, sky130_fd_sc_hd__ha_1 11%, sky130_fd_sc_hd__a211oi_1 6.4%, sky130_fd_sc_hd__nor2_1 5.4%. The sequential fraction of the synthesis area is between 50% and 60%. The worst clock skew is between 0.005 and 0.006 ns. Traced cell by cell, the critical path runs through inv_1 -> ha_1 -> nand4_1 -> o211ai_1 -> a21bo_1 -> nor4b_1 -> o2bb2ai_1.

The largest area contributor in the netlist is sky130_fd_sc_hd__dfxtp_1. In the layout the commonest cells are 57 x sky130_fd_sc_hd__clkdlybuf4s50_1, 44 x sky130_fd_sc_hd__nor2_1, 39 x sky130_fd_sc_hd__dfxtp_1. On the critical path the largest part of the delay comes from AND-OR/OR-AND gates. The total of buffers placed on input and output ports is around 57. The via total after detailed routing is ~2500. The worst supply voltage drop on vdd is 0.426 mV. The pre-placement core utilization is between 50% and 60%. The number of max-capacitance violations reported is 0. The flow reports an fmax of ~0.45 GHz. The transition time at the pin with the least slew margin is 0.791 ns.
-- logic make-up (layout without fill, tap and decap cells) --
group           count (synthesis)  in the layout  share of synthesized area [%]
fa+ha+maj                      28             28                           11.5
simple gates                  104            104                           17.4
buf+inv                        20             91                           2.62
compound gates                 77             77                           17.1
flops                          65             65                           51.1
mux                             1              1                          0.327
-- path summary, 6_finish.rpt --
kind / from / to / slack [ns] / cells past startpoint
max reg2reg: ec.q[2] / n_state[0] / 0.76 / 7
min reg2reg: clr_eb[0] / eb.out[0] / 0.46 / 1
max: ec.q[2] / n_state[0] / 0.76 / 7
min: clr_eb[0] / eb.out[0] / 0.46 / 1
-- synthesized netlist by cell type, types with 6 or more instances --
master                      n
sky130_fd_sc_hd__inv_1     14
sky130_fd_sc_hd__a21oi_1   25
sky130_fd_sc_hd__nor4_1    12
sky130_fd_sc_hd__a211oi_1  26
sky130_fd_sc_hd__dfxtp_1   39
sky130_fd_sc_hd__edfxtp_1  26
sky130_fd_sc_hd__nor2_1    44
sky130_fd_sc_hd__nor2b_1    7
sky130_fd_sc_hd__ha_1      28
sky130_fd_sc_hd__nand2_1   14
sky130_fd_sc_hd__o21ai_0    6
sky130_fd_sc_hd__nand4_1    6
-- registers in the layout (all words and copies together) (netlist names) --
| name | flops |
|---|---|
| clr_down | 8 |
| down.out | 8 |
| clr_up | 8 |
| en | 1 |
| eb.flag | 1 |
| inc | 1 |
| c_state | 2 |
| n_state | 2 |
| up.flag | 1 |
| clr_eb | 8 |
| eb.out | 8 |
| up.out | 8 |
| ec.q | 8 |
| down.flag | 1 |
-- worst register-to-register path: stages (launching register included) --
cell and delay [ns]:
sky130_fd_sc_hd__dfxtp_1 0.53, sky130_fd_sc_hd__inv_1 0.23, sky130_fd_sc_hd__ha_1 0.36, sky130_fd_sc_hd__nand4_1 0.13, sky130_fd_sc_hd__o211ai_1 0.24, sky130_fd_sc_hd__a21bo_1 0.26
sky130_fd_sc_hd__nor4b_1 0.29, sky130_fd_sc_hd__o2bb2ai_1 0.09
-- area by class of cell --
| class | count | area (um^2) | share of cell area [%] |
|---|---|---|---|
| timing repair buffer | 62 | 608 | 15.6 |
| multi-input combinational | 210 | 1420 | 36.3 |
| sequential | 65 | 1560 | 40.0 |
| tap | 75 | 93.8 | 2.41 |
| inverter | 14 | 52.6 | 1.35 |
| clock buffer | 14 | 163 | 4.17 |
| clock inverter | 1 | 5.00 | 0.128 |
-- routing by layer --
layer	wire (um)	track usage, %	share of wire (%)	up-vias
li1	-	-	-	1254
met1	3660	40.7	49	1144
met2	3160	36.6	43	86
met3	513	7.27	6.9	8
met4	85	4.11	1.1	0
met5	0	0	0	-
-- through the flow --
step	setup WS (ns)	util [%]
after global placement	0.717	63.0
after floorplan	1.18	-
final	0.763	65.9
after global routing	0.593	65.9
after CTS	0.776	65.9
after detailed placement	0.658	63.0
-- power by group --
group,internal (W),total (W),switching [W]
logic,0.000211,0.000408,0.000198
registers,0.00100,0.00108,0.0000764
clock network,0.000340,0.000646,0.000306
total,0.00155,0.00213,0.000580
Power is estimated from default activity; no workload was simulated.
